$ cat flow/constraint.sdc
current_design adder8

set clk_period 2.6
set clk_io_pct 0.2

create_clock -name clk0 -period $clk_period

set non_clock_inputs [all_inputs -no_clocks]
set_input_delay [expr $clk_period * $clk_io_pct] -clock clk0 $non_clock_inputs
set_output_delay [expr $clk_period * $clk_io_pct] -clock clk0 [all_outputs]
$ cat flow/config.mk
export PLATFORM = sky130hd
export DESIGN_NAME = adder8
export DESIGN_NICKNAME = adder8
export VERILOG_FILES = /design/flow/design.v
export SDC_FILE = /design/flow/constraint.sdc
export NUM_CORES = 4
export LEC_CHECK = 1
export CORE_AREA = 10 10 70 70
export DIE_AREA = 0 0 80 80
$ cat flow/run.sh
#!/bin/bash
# OpenROAD 26Q1-2900-gdf79404cd8, Yosys 0.63+post, stock flow scripts
make -C /OpenROAD-flow-scripts/flow DESIGN_CONFIG=/design/flow/config.mk WORK_HOME=/design/flow/orfs finish
$ cat flow/design.v
module adder8(
	input  [7:0]  a,        
	input  [7:0]  b,        
	output [7:0] sum_out,   
	output c_out            
);
wire c0, c1, c2, c3, c4, c5, c6, c7;   
assign c0 = 1'b0;
fadder fadder0(
	.a		(a[0]),
	.b		(b[0]),
	.cin		(c0),
	.sum_out	(sum_out[0]),
	.c_out		(c1)
);
fadder fadder1(
	.a		(a[1]),
	.b		(b[1]),
	.cin		(c1),
	.sum_out	(sum_out[1]),
	.c_out		(c2)
);
fadder fadder2(
	.a		(a[2]),
	.b		(b[2]),
	.cin		(c2),
	.sum_out	(sum_out[2]),
	.c_out		(c3)
);
fadder fadder3(
	.a		(a[3]),
	.b		(b[3]),
	.cin		(c3),
	.sum_out	(sum_out[3]),
	.c_out		(c4)
);
fadder fadder4(
	.a		(a[4]),
	.b		(b[4]),
	.cin		(c4),
	.sum_out	(sum_out[4]),
	.c_out		(c5)
);
fadder fadder5(
	.a		(a[5]),
	.b		(b[5]),
	.cin		(c5),
	.sum_out	(sum_out[5]),
	.c_out		(c6)
);
fadder fadder6(
	.a		(a[6]),
	.b		(b[6]),
	.cin		(c6),
	.sum_out	(sum_out[6]),
	.c_out		(c7)
);
fadder fadder7(
	.a		(a[7]),
	.b		(b[7]),
	.cin		(c7),
	.sum_out	(sum_out[7]),
	.c_out		(c_out)
);
endmodule
module fadder(
  input a,          
  input b,          
  input cin,        
  output sum_out,   
  output c_out      
  );
  wire c1, c2, c3;  
  assign sum_out = a ^ b ^ cin;    
  assign c1      = a * cin;        
  assign c2      = b * cin;        
  assign c3      = a * b;          
  assign c_out   = (c1 + c2 + c3);
endmodule
==> run notes <==
Figures from the flow reports.

STA:
- The run puts the slew at the pin closest to its max-slew limit at 0.115 ns.
- OpenROAD reports that the post-layout worst path occupies 152% of the period.
- The run gives the worst-case headroom to the max-slew limit as 92.3%.
- The run puts the final max-slew violation count at 0.
- The run gives the worst hold slack as 1.68 ns.
- Summed over all failing endpoints, the final setup total negative slack is -4.44 ns.
- The run gives the number of endpoints failing setup at the final stage as 5.
- Setup repair after global routing could not meet its margin everywhere.
- The run puts the final worst-path setup slack at -1.36 ns.
- The run gives the fmax as 0.253 GHz.
- The run gives the number of hold-slack violations in the final timing report as 0.
- The run puts the shortest clock period the worst path allows after layout at 3.96 ns.

Run:
- Warnings raised by the tools during the run amount to 35.
- The number of maximum-capacitance violations recorded for the run is 0.

Logic synthesis:
- The run gives the number of cells in the yosys synthesis report as 21.
- Yosys printed 0 warnings.
- In this run, distinct cell masters in the synthesized netlist total 4.
- The run gives the mapped cell area as 231 µm².
- In the post-synthesis netlist, the biggest area contributors are sky130_fd_sc_hd__fa_1 (61%), sky130_fd_sc_hd__buf_4 (26%), sky130_fd_sc_hd__inv_1 (8.1%).
- The run puts the share of synthesized area occupied by flip-flops and latches at 0%.
- After synthesis, the largest area contributor takes up 60.5% of total cell area.
- The run gives the yosys stat chip area as 231 µm².
- sky130_fd_sc_hd__fa_1 takes more of the synthesized area than any other cell.
- The run gives the gate count of the mapped netlist as 21.
- A synthesized cell averages 11.0 µm².

Routing:
- The detailed router finished its first iteration with 3 violations.
- The count of nets left with antenna violations once routing finished came out at 0.
- In the routed netlist, the antenna diode instances number 0.
- The run puts the first-pass iteration count of the detailed router at 2.
- The routed design shows a via density per instance of 2.31.
- Per the detailed-route log, wirelength across all metal layers totals 723 µm.
- The run gives the detailed-route wire length per cell as 8.61 µm.
- Summing over every cut layer, the via total after detailed routing is 194.
- After detailed routing, the number of remaining DRC violations is 0.

Floorplan:
- The run gives the placeable core region as 3420 µm².
- The run puts the boundary pin count at 25.
- The run gives the standard-cell row count as 21.
- The run gives the height of the chip as 80 µm.
- The run puts the total die size at 6400 µm².
- In the floorplan report the effective utilization is 6.78%.
- The run puts the chip width at 80 µm.

Worst setup path:
- The run puts the maximum fanout count along the critical path at 1.
- The run gives the cell family contributing the most delay on the critical path as adder cells.
- The worst setup path is captured at a primary output.
- The run puts the endpoint arrival time on the critical path at 3.44 ns.
- The signal on the critical path passes through buf_6, ha_4, fa_2, fa_2, fa_2, fa_2, fa_2, fa_2, inv_2, fa_2, inv_1, buf_2.
- The run gives the type of the setup path with the least slack as primary input to primary output.
- The run gives the startpoint kind of the worst setup timing path as a primary input.
- The longest incremental delay of any stage on the critical path is reported as 0.42 ns.
- The run gives the number of buffers and inverters on the critical path as 4.
- Per the STA report, the cell with the highest stage delay on the worst path is sky130_fd_sc_hd__fa_2.
- The run gives the endpoint required time on the critical path as 2.08 ns.
- Per STA, the library cell used most along the worst path is sky130_fd_sc_hd__fa_2.

Final layout:
- The post-route utilization of the core is recorded as 13.9%.
- The finished layout holds 84 standard cells, fillers aside.
- In the layout the commonest cells are sky130_fd_sc_hd__clkdlybuf4s50_1 (14), sky130_fd_sc_hd__fa_2 (7), sky130_fd_sc_hd__buf_2 (7), sky130_fd_sc_hd__inv_1 (3).
- Per the run report, area growth between synthesis and finish was 105%.
- The run gives the sequential standard cell area as 0 µm².
- The run puts the clock tree buffer count of the final layout at 0.
- The run gives the highest-count logic cell in the final layout as sky130_fd_sc_hd__clkdlybuf4s50_1.
- In the finished design the tool counted flip-flops and latches totalling 0.
- The run puts the summed area of non-filler cells in the final layout at 475 µm².
- The run puts the count of filler cells inserted in the layout at 401.
- The run puts the fraction of layout instances using a drive strength above 1 at 50.0%.

Power:
- Power comes to 81.5 µW.
- Dividing total power by cell area gives a power density of 172 nW/µm².
- The run gives the worst voltage drop across the vdd grid as 0.0527 mV.
- Per the OpenROAD power report, leakage power amounts to 0.183 nW.

GRT:
- Global routing consumed, over all layers together, 2.09% of the routing resources.
- Entering global routing, the biggest net connects 2 pins.
- The number of global-route vias before repair came to 227.
- The run gives the number of antenna violations at the first check in global routing as 0.
- The run puts the first-pass GRT wire length at 1080 µm.
- The run gives the residual overflow from global routing as 0.

Place:
- The run puts the count of input and output buffers at 25.
- The run gives the cell area after placement as 509 µm².
- The number of placed instances, taps included, is 84.
- According to the dpl log, the detail-placed design has an HPWL of 728 µm.
- The final weighted congestion recorded by global placement is 0.799.
- The run gives the worst slack at placement as -2.12 ns.

Run status:
- The flow ran to the end, but the final reports show violations.
- The final reports fail on negative setup slack.

Hold path:
- The worst hold path belongs to the class primary input to primary output.
[cell usage after synthesis]
cell type	instances
sky130_fd_sc_hd__inv_1	5
sky130_fd_sc_hd__fa_1	7
sky130_fd_sc_hd__ha_1	1
sky130_fd_sc_hd__buf_4	8
[path summary, 6_finish.rpt]
| check | end | slack, ns | depth (start not counted) | from |
|---|---|---|---|---|
| setup / recovery | sum_out[7] | -1.36 | 12 | b[0] |
| hold / removal | sum_out[0] | 1.68 | 3 | a[0] |
[area by class of cell]
type,instances,area (µm²),share of cell area [%]
tap,46,57.6,12.1
inverter,5,18.8,3.95
multi-input combinational,8,183,38.4
timing repair buffer,25,216,45.5
[where the power goes]
group / internal [mW] / switching [mW] / total, mW
clock: 0 / 0 / 0
sequential: 0 / 0 / 0
combinational: 0.0551 / 0.0264 / 0.0815
total: 0.0551 / 0.0264 / 0.0815
[cell families (layout without fill, tap and decap cells)]
logic type,Yosys count,count (layout),synth area share [%]
fa+ha+maj,8,8,65.9
buf+inv,13,30,34.1
[what timing repair did]
item | CTS | global route
gates resized | 34 | 3
buffers inserted | 0 | 0
pin swaps | 8 | 7
endpoints found under the setup margin | 8 | 6
hold buffers | 0 | 0
[routing by layer]
| layer | part of all wire, % | GRT usage [%] |
|---|---|---|
| met2 | 28 | 2.57 |
| met5 | 0 | 0 |
| met3 | 26 | 1.70 |
| met1 | 46 | 2.90 |
| met4 | 0 | 0 |
[tightest hold or removal path, delay by kind of cell]
| family | cells | cell delay [ns] |
|---|---|---|
| fa+ha+maj | 1 | 0.10 |
| buf+inv | 2 | 0.53 |
No activity file was given, so power comes from the tool's default toggle rates.
