$ cat flow/config.mk
export PLATFORM = sky130hd
export DESIGN_NAME = tas
export DESIGN_NICKNAME = tas
export VERILOG_FILES = /design/flow/design.v
export SDC_FILE = /design/flow/constraint.sdc
export NUM_CORES = 4
export LEC_CHECK = 1
export CORE_UTILIZATION = 50
$ cat flow/run.sh
#!/bin/bash
# OpenROAD 26Q1-2900-gdf79404cd8, Yosys 0.63+post, stock flow scripts
make -C /OpenROAD-flow-scripts/flow DESIGN_CONFIG=/design/flow/config.mk WORK_HOME=/design/flow/orfs finish
$ cat flow/design.v
module fifo ( 
	input            wr_clk,    
	input            rd_clk,    
	input            reset_n,   
	input            wr,        
	input            rd,        
	input      [7:0] data_in,   
	output reg [7:0] data_out,  
	output reg	 empty,     
	output reg       full       
	);
	reg	[3:0]	rd_addr;
	reg     [3:0]	wr_addr;
	reg	[7:0]	byte0;
	reg	[7:0]	byte1;
	reg	[7:0]	byte2;
	reg	[7:0]	byte3;
	reg	[7:0]	byte4;
	reg	[7:0]	byte5;
	reg	[7:0]	byte6;
	reg	[7:0]	byte7;
always_ff @(posedge wr_clk, negedge reset_n)
begin
	if(!reset_n)	wr_addr <= '0;
	else if(wr)	wr_addr <= wr_addr + 1;
end
always_ff @(posedge wr_clk, negedge reset_n)  
begin
	if(!reset_n) begin
		byte0   <= '0;
		byte1   <= '0;
		byte2   <= '0;
		byte3   <= '0;
		byte4   <= '0;
		byte5   <= '0;
		byte6   <= '0;
		byte7   <= '0;
	end
	else if(wr) begin
		unique case (wr_addr[2:0])
			3'b000 : byte0 <= data_in;
			3'b001 : byte1 <= data_in; 
		    	3'b010 : byte2 <= data_in; 
		    	3'b011 : byte3 <= data_in; 
		    	3'b100 : byte4 <= data_in; 
		    	3'b101 : byte5 <= data_in; 
		    	3'b110 : byte6 <= data_in; 
		    	3'b111 : byte7 <= data_in; 
		endcase
	end
end
always_ff @(posedge rd_clk, negedge reset_n)  
begin
	if(!reset_n)	rd_addr <= '0;
	else if(rd)	rd_addr <= rd_addr + 1;
end
always_comb 
begin
	data_out = '0;
	unique case (rd_addr[2:0])
	    3'b000 : data_out = byte0;
	    3'b001 : data_out = byte1;
	    3'b010 : data_out = byte2;
	    3'b011 : data_out = byte3;
	    3'b100 : data_out = byte4;
	    3'b101 : data_out = byte5;
	    3'b110 : data_out = byte6;
	    3'b111 : data_out = byte7;
	endcase
end
always_comb  
begin
	empty = 1'b1;
	full  = 1'b0;
	if(rd_addr[2:0] == wr_addr[2:0]) begin
		if(rd_addr[3] == wr_addr[3]) begin
			full  = 1'b0;
			empty = 1'b1;
		end
		else begin
			full  = 1'b1;
			empty = 1'b0;
		end
	end
	else begin
		full  = 1'b0;
		empty = 1'b0;
	end
end
endmodule
module averager (
	input		  clk,
	input		  reset_n,
	input		  zero_sel,
	input		  read,
	input	   [7:0]  data_in,
	output reg [7:0]  data_out
	);
	reg [9:0] acl;
always_ff @(posedge clk, negedge reset_n)
begin
	if(!reset_n)  acl <= '0;
	else if(read) begin
		case(zero_sel)
		    1'b0 :  acl <= (acl + data_in);
		    1'b1 :  acl <= data_in;
		endcase
	end
end
always_comb
begin
	data_out = (acl >> 2);
end
endmodule
module ctrl_2mhz (
	input		clk,
	input		reset_n,
	input		fifo_empty,
	output reg	read,
	output reg	zero_sel,
	output reg	write_ram
	);
	enum reg	{
			no_read_fifo	= 1'b0,
			read_fifo	= 1'b1,
			read_fifo_xx	= 'x
			} read_fifo_ps, read_fifo_ns;
	enum reg	{
			reset_ac	= 1'b0,
			no_reset_ac	= 1'b1,
			reset_ac_xx	= 'x
			} reset_ac_ps, reset_ac_ns;
	enum reg	{
			no_wr_ram	= 1'b0,
			wr_ram		= 1'b1,
			write_ram_xx	= 'x
			} write_ram_ps, write_ram_ns;
	enum reg [1:0]	{
			byte1		= 2'b00,
			byte2		= 2'b01,
			byte3		= 2'b10,
			byte4		= 2'b11,
			read_byte_xx	= 'x
			} read_byte_ps, read_byte_ns;
always_ff @(posedge clk, negedge reset_n)
begin
	if(!reset_n)	read_fifo_ps <= no_read_fifo; 
	else 		read_fifo_ps <= read_fifo_ns;
end
always_comb
begin
	read_fifo_ns = read_fifo_xx;
	if(!fifo_empty)	read_fifo_ns = read_fifo;
	else		read_fifo_ns = no_read_fifo;
end
always_ff @(posedge clk, negedge reset_n)
begin	
	if(!reset_n)	reset_ac_ps <= reset_ac;
	else		reset_ac_ps <= reset_ac_ns;
end
always_comb
begin
	reset_ac_ns = reset_ac_xx;
	if(read_byte_ns != byte1) 
		reset_ac_ns = no_reset_ac;
	else	reset_ac_ns = reset_ac;
end
always_ff @(posedge clk, negedge reset_n)
begin
	if(!reset_n)	write_ram_ps <= no_wr_ram;
	else		write_ram_ps <= write_ram_ns;
end
always_comb
begin
	write_ram_ns = write_ram_xx;
	case(write_ram_ps)
		no_wr_ram     :	begin
				if(read && (read_byte_ps == byte4) )
					write_ram_ns = wr_ram;
				else	write_ram_ns = no_wr_ram;
		end
		wr_ram	      :	write_ram_ns = no_wr_ram;
	endcase
end
always_ff @(posedge clk, negedge reset_n)
begin
	if(!reset_n)	read_byte_ps <= byte1;
	else		read_byte_ps <= read_byte_ns;
end
always_comb
begin
	read_byte_ns = read_byte_xx;
	case(read_byte_ps)
		byte1	      :	begin
				if(read) read_byte_ns = byte2;
				else	 read_byte_ns = byte1;
		end
		byte2	      :	begin
				if(read) read_byte_ns = byte3;
				else	 read_byte_ns = byte2;
		end
		byte3	      :	begin
				if(read) read_byte_ns = byte4;
				else	 read_byte_ns = byte3;
		end
		byte4	      :	begin
				if(read) read_byte_ns = byte1;
				else	 read_byte_ns = byte4;
		end
	endcase
end
always_comb
begin
	read = 'x;
	if(read_fifo_ns == read_fifo) 
		read = 1'b1;
	else	read = 1'b0;
end
always_comb
begin
	zero_sel = 'x;
	if(reset_ac_ps == reset_ac)
		zero_sel = 1'b1;
	else	zero_sel = 1'b0;
end
always_comb
begin
	write_ram = 'x;
	if(write_ram_ps == wr_ram)
		write_ram = 1'b1;
	else	write_ram = 1'b0;
end
endmodule
module ctrl_50mhz (
	input		clk,
	input		reset_n,
	input		serial_en,
	input		A5_or_C3,
	output reg	write
	);
	enum reg 	{
			not_assembling	= 1'b0,
			assembling	= 1'b1,
			assem_byte_xx	= 'x
			} assem_byte_ps;
	enum reg 	{
			not_temp_pkt	= 1'b0,
			temp_pkt	= 1'b1,
			temp_pkt_xx	= 'x
			} temp_pkt_ps, temp_pkt_ns;
	enum reg 	{
			no_write_fifo	= 1'b0,
			write_fifo	= 1'b1,
			write_fifo_xx	= 'x
			} write_fifo_ps, write_fifo_ns;
	enum reg [2:0]	{
			header		= 3'b000,
			byte1		= 3'b001,
			byte2		= 3'b010,
			byte3		= 3'b011,
			byte4		= 3'b100,
			write_byte_xx	= 'x
			} write_byte_ps, write_byte_ns;
	reg	byte_assembled;
always_ff @(posedge clk, negedge reset_n)
begin
	if(!reset_n)	assem_byte_ps <= not_assembling;
	else if (serial_en)
		assem_byte_ps <= assembling;
	else	assem_byte_ps <= not_assembling;
end
always_comb
begin
	byte_assembled = (assem_byte_ps == assembling) && !serial_en;
end
always_ff @(posedge clk, negedge reset_n)
begin
	if(!reset_n)	temp_pkt_ps <= not_temp_pkt;
	else		temp_pkt_ps <= temp_pkt_ns;
end
always_comb
begin
	temp_pkt_ns = temp_pkt_xx;
	case(temp_pkt_ps)
		not_temp_pkt :	begin
				if(A5_or_C3 && write_byte_ns == byte1)
					temp_pkt_ns = temp_pkt;
				else	temp_pkt_ns = not_temp_pkt;
		end
		temp_pkt     :	begin
				if(write_byte_ns == header)
					temp_pkt_ns = not_temp_pkt;
				else	temp_pkt_ns = temp_pkt;
		end
	endcase
end
always_ff @(posedge clk, negedge reset_n)
begin
	if(!reset_n)	write_fifo_ps <= no_write_fifo;
	else		write_fifo_ps <= write_fifo_ns;
end
always_comb
begin
	write_fifo_ns = write_fifo_xx;
	case(write_fifo_ps)
		no_write_fifo :	begin
				if(byte_assembled &&
				   write_byte_ps != header &&
				   temp_pkt_ps == temp_pkt)
					write_fifo_ns = write_fifo;
				else	write_fifo_ns = no_write_fifo;
		end
		write_fifo    :	write_fifo_ns = no_write_fifo;
	endcase
end
always_ff @(posedge clk, negedge reset_n)
begin
	if(!reset_n)	write_byte_ps <= header;
	else		write_byte_ps <= write_byte_ns;
end
always_comb
begin
	write_byte_ns = write_byte_xx;
	case(write_byte_ps)
		header       :	begin
				if(byte_assembled)
					write_byte_ns = byte1;
				else	write_byte_ns = header;
		end
		byte1        :	begin
				if(byte_assembled)
					write_byte_ns = byte2;
				else	write_byte_ns = byte1;
		end
		byte2        :	begin
				if(byte_assembled)
					write_byte_ns = byte3;
				else	write_byte_ns = byte2;
		end
		byte3        :	begin
				if(byte_assembled)
					write_byte_ns = byte4;
				else	write_byte_ns = byte3;
		end
		byte4        :	begin
				if(byte_assembled)
					write_byte_ns = header;
				else	write_byte_ns = byte4;
		end
	endcase
end
always_comb
begin
	write = 'x;
	if(write_fifo_ps == write_fifo)
			write = 1'b1;
	else		write = 1'b0;
end
endmodule
module ram_ctr (
	input		   clk,
	input		   reset_n,
	input		   write_ram,
	output reg [10:0]  ram_addr
	);
always_ff @(posedge clk, negedge reset_n)
begin
	if(!reset_n) ram_addr <= 11'h7ff;
	else if(write_ram && ram_addr == 11'h000) 
		ram_addr <= 11'h7ff;
	else if(write_ram) 
		ram_addr <= (ram_addr - 1);
end
endmodule
module shift_reg (
	input		  clk,
	input		  reset_n,
	input		  serial_data,
	input		  serial_en,
	output reg [7:0]  parallel_data
	);
	reg [7:0] bits;
always_ff @(posedge clk, negedge reset_n) 
begin
	if(!reset_n) bits <= '0;
	else if(serial_en) begin
		bits <= (bits >> 1);
		bits[7] <= serial_data;
	end
end
always_comb
begin
	parallel_data = bits;
end
endmodule
module tas (
	input		clk_50,         
       	input  		clk_2,          
       	input  		reset_n,        
       	input  		serial_data,    
       	input  		data_ena,       
       	output 		ram_wr_n,       
       	output [7:0]	ram_data,       
       	output [10:0]	ram_addr        
       	);
	reg [7:0]	parallel_data;
	reg		fifo_read;
	reg		fifo_write;
	reg [7:0]	fifo_out;
	reg		fifo_empty;
	reg		zero_sel;
	reg		a5_or_c3;
always_comb
begin
	a5_or_c3 = 'x;
	if(parallel_data == 8'hA5 || parallel_data == 8'hC3)
		a5_or_c3 = 1'b1;
	else	a5_or_c3 = 1'b0;
end
ctrl_50mhz ctrl_50mhz_0 (
	.clk		(clk_50),
	.reset_n	(reset_n),
	.serial_en	(data_ena),
	.A5_or_C3	(a5_or_c3),
	.write		(fifo_write)
);
ctrl_2mhz ctrl_2mhz_0 (
	.clk		(clk_2),
	.reset_n	(reset_n),
	.fifo_empty	(fifo_empty),
	.read		(fifo_read),
	.zero_sel	(zero_sel),
	.write_ram	(ram_wr_n)
);
shift_reg shift_reg_0 (
	.clk		(clk_50),
	.reset_n	(reset_n),
	.serial_data	(serial_data),
	.serial_en	(data_ena),
	.parallel_data	(parallel_data)
);
fifo fifo_0 (
	.wr_clk		(clk_50),
	.rd_clk		(clk_2),
	.reset_n	(reset_n),
	.wr		(fifo_write),
	.rd		(fifo_read),
	.data_in	(parallel_data),
	.data_out	(fifo_out),
	.empty		(fifo_empty),
	.full		()
);
averager averager_0 (
	.clk		(clk_2),
	.reset_n	(reset_n),
	.zero_sel	(zero_sel),
	.read		(fifo_read),
	.data_in	(fifo_out),
	.data_out	(ram_data)
);
ram_ctr ram_ctr_0 (
	.clk		(clk_2),
	.reset_n	(reset_n),
	.write_ram	(ram_wr_n),
	.ram_addr	(ram_addr)
);
endmodule
$ cat flow/constraint.sdc
current_design tas

set clk_period 4.1
set clk_io_pct 0.2

create_clock -name clk0 -period $clk_period [get_ports {clk_2}]
create_clock -name clk1 -period $clk_period [get_ports {clk_50}]

set non_clock_inputs [all_inputs -no_clocks]
set_input_delay [expr $clk_period * $clk_io_pct] -clock clk0 $non_clock_inputs
set_output_delay [expr $clk_period * $clk_io_pct] -clock clk0 [all_outputs]
==> results_dict.tcl <==
# collected from the flow reports
set metrics [dict create \
    rsz0062_at_grt "false" \
    clk_pin_slew_ns 0.05 \
    grt_first_pass_wirelength_um 18500 \
    pwr_density_cell_mw_per_mm2 589 \
    ys_seq_share_pct 50.1 \
    ys_top_logic_family "multiplexers" \
    drc 0 \
    worstHoldPathType "reg -> reg" \
    initial_core_util_pct 51.9 \
    dr.pass1.iters 4 \
    top_cells_by_count "dfrtp_1 (101), mux2_2 (77), nand2_1 (46), ha_1 (21), nor2_1 (21)" \
    cts.repair.resized 0 \
    cts.sinks 113 \
    die_y_um 108 \
    max_slew_margin_pct 50.8 \
    ant_nets 0 \
    fa_ha_area_share_pct 4.99 \
    core_mm2 0.0109 \
    vias 3707 \
    drive_gt1_share_pct 24.4 \
    critPathArrivalTime_ns 3.89 \
    synthMuxAreaShare_pct 16.4 \
    die_area_mm2 0.0118 \
    synth-edff-count 0 \
    startpoint_type "flip-flop" \
    place_hpwl_um 7530 \
    cts_tree "done" \
    flop_cell "dfrtp_1" \
    yosysCellCount 488 \
    synth_area_mm2 0.00567 \
    avgSynthCellArea_um2 11.6 \
    seqCellArea_mm2 0.00284 \
    hold_buffers 0 \
    ys_sh_simple_pct 10.2 \
    grt_max_degree 111 \
    logic_area_mm2 0.00261 \
    grt_usage_pct 21.4 \
    worst_pin_slew_ns 0.733 \
    slew_violations 0 \
    async_flop_share_pct 100 \
    synthCells 488 \
    max-cap-violations 0 \
    holdWs_ns 0.477 \
    hold_viol_final 0 \
    wl_per_cell_um 17.7 \
    r2r_cells 13 \
    io-pin-count 25 \
    ys_ff 113 \
    worst_setup_path_end_kind "flip-flop" \
    setup_violations 0 \
    grt_antenna_before_repair 0 \
    hold_start "ram_ctr_0.ram_addr[10]$_DFFE_PN1P_" \
    finalSetupTns_ns 0 \
    r2r-start "fifo_0.rd_addr[1]$_DFFE_PN0N_" \
    holdPathStages 2 \
    rows 38 \
    grt_pass1_vias 3434 \
    n_antenna_cell 0 \
    final_cells 640 \
    skew_ns 0.0103 \
    max-vdd-ir-drop_v 0.000308 \
    via_per_inst 5.79 \
    critPathLaunch "fifo_0.rd_addr[1]$_DFFE_PN0N_" \
    top_area_cell "dfrtp_1" \
    place_congestion 0.849 \
    netlist.area_leader.share_pct 44.6 \
    synth_cell_types 62 \
    critPathMaxFanout 19 \
    warning_count 36 \
    synthToLayoutAreaGrowth_pct 12.4 \
    power.leakage_nw 2.97 \
    crit_required_ns 4.28 \
    outcome "finished clean" \
    overflow 0 \
    portBuffers 23 \
    synth-area-yosys_mm2 0.00567 \
    drt_wl_total_um 11300 \
    post_cts_buffers 0 \
    place_inst 617 \
    synthXorXnorAreaFrac_pct 2.78 \
    yosysWarnings 7 \
    drt_iter0_drc 335 \
    critPathKind "reg -> reg" \
    synthAoiAreaFrac_pct 11.5 \
    nFillCells 875 \
    die_x_um 108 \
    top_cells_by_area "dfrtp_1 (45%), mux2_2 (15%), dfstp_2 (5.6%)" \
    synth.most_common_cell "dfrtp_1" \
]
==> final timing paths <==
path                                                           end  slack [ns]
worst max-delay path                 averager_0.acl[8]$_DFFE_PN0N_        0.40
worst min-delay path            ram_ctr_0.ram_addr[10]$_DFFE_PN1P_        0.48
worst max register to register       averager_0.acl[8]$_DFFE_PN0N_        0.40
worst min register to register  ram_ctr_0.ram_addr[10]$_DFFE_PN1P_        0.48
max in group clk1               ctrl_50mhz_0.temp_pkt_ps$_DFF_PN0_        1.95
max in group asynchronous            fifo_0.rd_addr[1]$_DFFE_PN0N_        3.01
min in group clk1                    fifo_0.wr_addr[3]$_DFFE_PN0P_        0.50
min in group asynchronous        ram_ctr_0.ram_addr[7]$_DFFE_PN1P_        0.51
==> where the power goes <==
part / total [mW] / switching (mW) / leakage, nW / internal [mW]
Combinational: 1.20 / 0.689 / 1.26 / 0.514
Sequential: 1.40 / 0.175 / 1.49 / 1.23
Clock: 1.15 / 0.445 / 0.215 / 0.709
Total: 3.76 / 1.31 / 2.97 / 2.45
==> metrics by stage <==
stage	utilization (%)	power, mW	setup WS [ns]	cell area (um2)
finish	58.3	3.76	0.398	6370
global route	58.3	4.02	0.0981	6370
CTS	58.3	3.79	0.394	6370
detailed placement	54.3	2.61	0.426	5930
global placement	54.3	2.61	0.504	5930
floorplan	-	2.30	0.763	5670
==> state kept, by name, indices dropped and copies added, names as in the netlist, 8 cells and up, named ones only <==
signal and cells:
fifo_0.byte0 8, fifo_0.byte3 8, shift_reg_0.bits 8, fifo_0.byte2 8, fifo_0.byte6 8, ram_ctr_0.ram_addr 11
fifo_0.byte4 8, fifo_0.byte1 8, fifo_0.byte7 8, fifo_0.byte5 8, averager_0.acl 10
==> worst max-delay path, cell delays in order (launching register included) <==
cell and delay [ns]:
dfrtp_1 0.48, inv_1 0.12, ha_1 0.41, a222oi_1 0.43, nand2_1 0.10, a21boi_0 0.23, nor2_1 0.09, ha_1 0.24
fa_1 0.46, a211oi_1 0.28, o21bai_1 0.12, a31o_2 0.26, a211o_1 0.29, o211ai_1 0.09
==> layout by cell type (no fill, tap or decap), types with 3 or more instances in the layout <==
master             n
a211o_1            3
a211oi_1           6
a21o_1             4
a21oi_1           12
a221oi_1           4
a222oi_1          10
a22oi_1            5
buf_4              3
clkbuf_16         14
clkdlybuf4s50_1   22
clkinv_2           3
dfrtp_1          101
dfstp_2           12
ha_1              21
inv_1             11
mux2_2            77
mux2i_1            5
nand2_1           46
nand2b_1           3
nand3_1            7
nor2_1            21
nor2b_1            3
nor3_1             8
nor4_1             3
o211ai_1           3
o21a_1             4
o21ai_0           16
o22a_1             3
o31ai_1            5
or3_1              3
xnor2_1            8
xor2_1            10
==> cell families (layout without fill, tap and decap cells) <==
family,after synthesis,in the layout
simple gates,114,114
flops,113,113
compound gates,90,90
mux,83,83
buf+inv,48,60
fa+ha+maj,22,22
xor+xnor,18,18
==> metal layers <==
metal  part of all wire (%)  up-vias  global-route usage, %
li1                       -     1784                      -
met1                     49     1821                   35.4
met2                     44       86                   30.7
met3                    5.3       16                   4.36
met4                    2.0        0                   4.15
met5                      0        -                      0
==> cell type report <==
class | count | share of cell area (%)
Clock buffer | 15 | 5.71
Clock inverter | 8 | 1.22
Multi-Input combinational cell | 327 | 41.0
Tap cell | 140 | 2.75
Sequential cell | 113 | 44.6
Inverter | 11 | 0.648
Timing Repair Buffer | 26 | 4.12
Power is estimated from default activity; no workload was simulated.
