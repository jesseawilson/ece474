==> flow/design.v <==
module stoplight (
  input reset_n,             
  input clk,                 
  output northsouth_red,     
  output northsouth_yellow,  
  output northsouth_green,   
  output eastwest_red,       
  output eastwest_yellow,    
  output eastwest_green      
  );
  enum reg [1:0] {
		a = 2'b00,
		b = 2'b01,
		c = 2'b10,
		d = 2'b11,
                stoplightxx   = 'x
		} stoplight_ps, stoplight_ns;
reg [3:0] timer;  
reg timer_reset;
  always_ff @(posedge clk, negedge reset_n)
    if (!reset_n) stoplight_ps <= a;		  
    else          stoplight_ps <= stoplight_ns;   
  always_comb begin
    stoplight_ns = stoplightxx;    
    timer_reset  = 1'b0;           
    unique case (stoplight_ps)
     a :
	if (timer == 10) begin  stoplight_ns = b; timer_reset = 1'b1; end
	else                    stoplight_ns = a;
     b :
	if (timer == 3)  begin  stoplight_ns = c; timer_reset = 1'b1; end
	else 		 	stoplight_ns = b;
     c :
	if (timer == 6)  begin	stoplight_ns = d; timer_reset = 1'b1; end
	else			stoplight_ns = c;
     d : 
	if (timer == 3)  begin	stoplight_ns = a; timer_reset = 1'b1; end
	else			stoplight_ns = d;
    endcase
  end 
assign eastwest_red      = ((stoplight_ps == a) || (stoplight_ps == b))  ? 1'b1 : 1'b0;
assign eastwest_yellow   =  (stoplight_ps == d)  ? 1'b1 : 1'b0;
assign eastwest_green    =  (stoplight_ps == c)  ? 1'b1 : 1'b0;
assign northsouth_red    = ((stoplight_ps == c) || (stoplight_ps == d))  ? 1'b1 : 1'b0;
assign northsouth_yellow =  (stoplight_ps == b)  ? 1'b1 : 1'b0;
assign northsouth_green  =  (stoplight_ps == a)  ? 1'b1 : 1'b0;
  always_ff @(posedge clk, negedge reset_n, negedge timer_reset)
    if (!reset_n) timer         <= '0;    
    else if (timer_reset) timer <= '0;    
    else timer                  <= timer + '1;   
endmodule
==> flow/run.sh <==
#!/bin/bash
# OpenROAD 26Q1-2900-gdf79404cd8, Yosys 0.63+post, stock flow scripts
make -C /OpenROAD-flow-scripts/flow DESIGN_CONFIG=/design/flow/config.mk WORK_HOME=/design/flow/orfs finish
==> flow/config.mk <==
export PLATFORM = sky130hd
export DESIGN_NAME = stoplight
export DESIGN_NICKNAME = stoplight
export VERILOG_FILES = /design/flow/design.v
export SDC_FILE = /design/flow/constraint.sdc
export NUM_CORES = 4
export LEC_CHECK = 1
export CORE_AREA = 10 10 78 78
export DIE_AREA = 0 0 88 88
==> flow/constraint.sdc <==
current_design stoplight

set clk_period 2.8
set clk_io_pct 0.2

create_clock -name clk0 -period $clk_period [get_ports {clk}]

set non_clock_inputs [all_inputs -no_clocks]
set_input_delay [expr $clk_period * $clk_io_pct] -clock clk0 $non_clock_inputs
set_output_delay [expr $clk_period * $clk_io_pct] -clock clk0 [all_outputs]
==> results.toml <==
# flow metrics
[cts]
clockBufferDepth = 2
cts_tree = "done"
clockRootBuffer = "clkbuf_8"
clkLatencyLatePin_ps = 230
htreeDepth = 1
cts_buffers = 3
path_clk_slew_ps = 40
cts.repair.resized = 0
clock-sinks = 8
cts_hold_buf = 0
cts_setup_buffers = 0

[outcome]
status = "completed"

[pwr]
seq_power_share = 0.447
power_frac_clock = 0.463
ir_drop_mv = 0.156
p_int_w = 0.000247
switching_power_w = 0.0000687
p_comb_frac = 0.090
p_total_w = 0.000316
power.leakage_nw = 0.275
power_density_mw_per_mm2 = 436
switching_share = 0.217

[drt]
wirelength_um = 1070
dr_total_vias = 426
drc_errors = 0
post_drt_via_cell_ratio = 3.74
drt_iter0_drc = 41
routedWlPerCell_um = 9.42
n_antenna_cell = 0
postRouteAntennaNets = 0
drtPass1Iterations = 4

[sta]
timing.final.crit_period_ps = 1920
clock.fmax_mhz = 522
whs_ps = 513
fin_skew_ps = 2.23
tns_ps = 0
period_used_share = 0.684
hold_viol = 0
setup_violations = 0
rsz0062_at_grt = "false"
drv_slew = 0

[placed_design]
dp_hpwl_um = 784
globalplace.congestion = 0.834
port-buffer-count = 7
placed_cells = 110

[global_routing]
grt_pass1_wl_um = 1780
first_global_vias = 385
grt.total_usage = 0.0287
grt_max_degree = 9
grt.overflow.total = 0
antenna_found_initial = 0

[setup_path]
crit_type = "reg2out"
endpoint_kind = "primary output"
startpoint_type = "flop"
rr_endpoint = "timer[1]"
rrSetupSlack_ps = 1290
rr_worst_depth = 4
cp.arrival_ps = 1360
reg2reg_from = "timer[1]"
cp_max_fo = 7
required_ps = 2240

[yosys]
syn_area_per_cell_sq_um = 11.1
syn-cell-area_sq_um = 533
ys_area_sq_um = 533
synth_cell_types = 20
yosys_warnings = 14
synthCells = 48
yosys_cells = 48
ys_seq_frac = 0.434
numSynthFlops = 8

[die]
die_height_um = 88
die_w_um = 88
core.rowCount = 24
fp_util = 0.121
io_pins = 8
coreArea_sq_mm = 0.00441
die_area_sq_mm = 0.00774

[cells_and_area]
drive_gt1_frac = 0.129
area_delta_synth_final_pct = 35.9
layout.cells.non_filler = 114
final_util = 0.164

[run]
warnings = 29
cap_violations = 0

[hold_path]
hp-class = "reg2reg"
hold_end = "stoplight_ps[0]"
hold_path_startpoint = "stoplight_ps[0]"
worst_hold_path.num_cells = 2
## layer usage
metal | vias to the layer above | global-route usage | share of wire
met5 | - | 0 | 0
met4 | 0 | 0 | 0
met3 | 0 | 0.0225 | 0.15
met2 | 17 | 0.0370 | 0.37
met1 | 199 | 0.0389 | 0.47
li1 | 210 | - | -
## power groups by stage
stage,registers [W],logic (W),clock network (W)
4_1_cts,0.000141,0.0000287,0.000148
6_report,0.000141,0.0000284,0.000146
5_1_grt,0.000142,0.0000322,0.000153
## worst max path at each step
stage / from / to / slack, ps
6_report: stoplight_ps[3] / northsouth_red / 880
5_1_grt: stoplight_ps[2] / eastwest_red / 830
4_1_cts: stoplight_ps[3] / northsouth_red / 870
## cells in the mapped netlist, drive strengths merged
master   n  share of area
a31oi    9           0.13
o21ai    8          0.075
inv      5          0.035
dfbbp    4           0.24
dfrtp    3           0.14
ha       3          0.070
xnor2    3          0.049
nand4b   2          0.033
or2      2          0.023
and4b    1          0.019
conb     1         0.0070
dfstp    1          0.049
nand3    1         0.0094
nand4    1          0.012
nor2     1         0.0070
nor3     1          0.019
nor4b    1          0.045
o2111ai  1          0.028
## layout make-up
type                       count  area [sq um]
clock buffer                   4          45.0
fill                         471          3690
inverter                       5          18.8
multi-input combinational     38           294
sequential                     8           231
tap                           52          65.1
timing repair buffer           7          70.1
## critical path, cell delays in order, from the launching register on
cell and delay, ps:
dfrtp_1 470, or2_1 260, clkdlybuf4s50_1 400
## state kept, by name (all words and copies together), names as in the netlist
register,flops
timer,4
stoplight_ps,4
## through the flow
stage | area (sq um) | setup slack, ps
after CTS | 724 | 869
after global routing | 724 | 830
after global placement | 679 | 1120
final | 724 | 885
after floorplan | 544 | 1440
after detailed placement | 679 | 1100
## kinds of logic (layout without fill, tap and decap cells)
family                   after synthesis  count (layout)  share of synthesized area
AND/OR/NAND/NOR                       10              10                      0.167
flip-flops                             8               8                      0.434
other                                  1               4                    0.00704
AND-OR/OR-AND                         18              18                      0.237
buffers and inverters                  5              16                     0.0352
adder cells (fa/ha/maj)                3               3                     0.0704
XOR/XNOR                               3               3                     0.0493
## placed cells by master, fill, tap and decap left out
cell / n
dfstp_2: 1
nand3_1: 1
o21ai_1: 4
nand4b_1: 2
nor4b_4: 1
clkbuf_8: 3
a31oi_1: 8
a31oi_4: 1
dfrtp_1: 3
nor3_2: 1
o2111ai_2: 1
o21ai_0: 4
ha_1: 3
nand4_1: 1
nor2_1: 1
and4b_1: 1
xnor2_1: 3
clkbuf_1: 1
inv_1: 5
conb_1: 4
dfbbp_1: 4
or2_1: 2
clkdlybuf4s50_1: 7
Power figures rest on the tool's default switching activity, not on a simulated workload.
